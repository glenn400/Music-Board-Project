==> flow/design.v <==
`timescale 1ns / 1ps
`timescale 1ns / 1ps
  module music_notes(
	input wire clk,
	input wire reset,
	input wire [3:0] v,						 
	input wire out,
	output wire speaker
);
reg [18:0] count;
always@(posedge clk) begin  
		if (out == 1'b1) begin  
			if ( v == 4'b0001) begin  
				if ( count == 382219 ) 
					count <= 19'b0000000000000000000;
				else
					count <= count + 1'b1;
				end  
			else if ( v == 4'b0010) begin
				if ( count == 340530 ) 
					count <= 19'b0000000000000000000;
				else
					count <= count + 1'b1;
				end  
			else if ( v == 4'b0011) begin
				if ( count == 303370 ) 
					count <= 19'b0000000000000000000;
				else
					count <= count + 1'b1;
				end  
			else if ( v == 4'b0100) begin
				if ( count == 286344 ) 
					count <= 19'b0000000000000000000;
				else
					count <= count + 1'b1;
				end  
			else if ( v == 4'b0101) begin
				if ( count == 255102 ) 
					count <= 19'b0000000000000000000;
					count <= count + 1'b1;
				end  
			else if ( v == 4'b0110) begin
				if ( count == 227273 ) 
					count <= 19'b0000000000000000000;
				else
					count <= count + 1'b1;
				end  
			else if ( v == 4'b0111) begin
				if ( count == 202478 ) 
					count <= 19'b0000000000000000000;
				else
					count <= count + 1'b1;
				end  
			else if ( v == 4'b1000) begin
				if ( count == 191113 ) 
					count <= 19'b0000000000000000000;
				else
					count <= count + 1'b1;
				end  
			else if ( v == 4'b1001) begin
				if ( count == 170262 ) 
					count <= 19'b0000000000000000000;
				else
					count <= count + 1'b1;
				end  
			else if ( v == 4'b1010) begin
				if ( count == 151685 ) 
					count <= 19'b0000000000000000000;
				else
					count <= count + 1'b1;
				end  
			else if ( v == 4'b1011) begin
				if ( count == 143172 ) 
					count <= 19'b0000000000000000000;
				else
					count <= count + 1'b1;
				end  
			else if ( v == 4'b1100) begin
				if ( count == 127553 ) 
					count <= 19'b0000000000000000000;
				else
					count <= count + 1'b1;
				end  
			else if ( v == 4'b1101) begin
				if ( count == 113636 ) 
					count <= 19'b0000000000000000000;
				else
					count <= count + 1'b1;
				end  
			else if ( v == 4'b1110) begin
				if ( count == 101238 ) 
					count <= 19'b0000000000000000000;
				else
					count <= count + 1'b1;
				end  
			else
					count <= 19'b0000000000000000000;		
			end  
	end  
assign speaker = (count[18] | count[17] | count[16]);
endmodule
`timescale 1ns / 1ps
module clock_gen(
	input wire clkin,
	output wire AN0,
	output wire AN1,	
	output wire AN2,
	output wire AN3,
	input wire reset
    );
    reg [17:0] count;
	always@(posedge clkin)begin
		if (count == 18'b111111111111111111)
			count <= 18'b0;
		else
			count <= count + 1'b1;
	end
	assign AN0 = count[17] | count[16];
	assign AN1 = count[16] | ~(count[17]);
	assign AN2 = ~(count[16] & ~(count[17]));
	assign AN3 = ~(count[16] & count[17]);
endmodule
`timescale 1ns / 1ps
module BCD_to_Sseg_4Digits(
    input wire [15:0] BCD,
	 input wire AN3,
	 input wire AN2,
	 input wire AN1,
	 input wire AN0,
      output reg [7:0] Sseg_from_BCD
    );
	 reg [3:0] digit;
	 always@(BCD,AN3,AN2,AN1,AN0) begin
		if ({AN3,AN2,AN1,AN0} == 4'B0111)
		   digit = ({BCD[15], BCD[14], BCD[13], BCD[12] });
		else if ({AN3,AN2,AN1,AN0} == 4'b1011)
		   digit = ({BCD[11], BCD[10], BCD[9], BCD[8] });
		else if ({AN3,AN2,AN1,AN0} == 4'b1101)
		   digit = ({BCD[7], BCD[6], BCD[5], BCD[4] });
		else if ({AN3,AN2,AN1,AN0} == 4'b1110)
		   digit = ({BCD[3], BCD[2], BCD[1], BCD[0] });
		else
			digit = 4'b1111;     
	 end
	 always@(digit) begin
			case (digit)
				4'b0000 : Sseg_from_BCD = 8'b00000011;
				4'b0001 : Sseg_from_BCD = 8'b10011111;
				4'b0010 : Sseg_from_BCD = 8'b00100101;
				4'b0011 : Sseg_from_BCD = 8'b00001101;
				4'b0100 : Sseg_from_BCD = 8'b10011001;
				4'b0101 : Sseg_from_BCD = 8'b01001001;
				4'b0110 : Sseg_from_BCD = 8'b01000001;
				4'b0111 : Sseg_from_BCD = 8'b00011111;
				4'b1000 : Sseg_from_BCD = 8'b00000001;
				4'b1001 : Sseg_from_BCD = 8'b00001001;
				4'b1010 : Sseg_from_BCD = 8'b00010001;
				4'b1011 : Sseg_from_BCD = 8'b11000001;
				4'b1100 : Sseg_from_BCD = 8'b01100011;
				4'b1101 : Sseg_from_BCD = 8'b10000101;
				4'b1110 : Sseg_from_BCD = 8'b01100001;
				4'b1111 : Sseg_from_BCD = 8'b01110001;
				default : Sseg_from_BCD = 8'b00000001;
			endcase
	 end
endmodule
module Project(
	input wire k_clk,
	input wire k_dat,
	input wire clk,
	input wire clk_user,
	input wire reset,
	output wire AN2,
	output wire AN1,
	output wire AN3,
	output wire AN0,
	output reg out,
	output reg [3:0] state,
	output wire speaker,
	output wire [7:0] Sseg
);
wire [7:0] scancode;						 
wire [7:0] s;	
wire [15:0] t;
reg [3:0] next_state;
reg [32:0] key_dat;							 
reg [3:0] store;							 
always@(negedge k_clk) begin
	key_dat = key_dat >> 1;
	key_dat[32] = k_dat;
end
assign scancode = key_dat[8:1];
assign s = key_dat[19:12];
assign t = {s[7],s[6],s[5],s[4],s[3],s[2],s[1],s[0], scancode[7],scancode[6],scancode[5],scancode[4],scancode[3],scancode[2],scancode[1],scancode[0] };
BCD_to_Sseg_4Digits instance2 (t, AN3, AN2, AN1, AN0, Sseg);
clock_gen instance3 (
	.clkin(clk),
	.AN3(AN3),
	.AN2(AN2),
	.AN1(AN1),
	.AN0(AN0),
	.reset(reset)
	);
parameter [3:0] S0 = 4'b0000;					 
parameter [3:0] S1 = 4'b0001;					 
parameter [3:0] S2 = 4'b0010;					 
parameter [3:0] S3 = 4'b0011;					 
parameter [3:0] S4 = 4'b0100;					 
parameter [3:0] S5 = 4'b0101;					 
parameter [3:0] S6 = 4'b0110;					 
parameter [3:0] S7 = 4'b0111;					 
parameter [3:0] S8 = 4'b1000;					 
parameter [3:0] S9 = 4'b1001;					 
parameter [3:0] S10 = 4'b1010;					 
parameter [3:0] S11 = 4'b1011;					 
parameter [3:0] S12 = 4'b1100;					 
parameter [3:0] S13 = 4'b1101;					 
parameter [3:0] S14 = 4'b1110;					 
parameter [3:0] S15 = 4'b1111;					 
always@(state or scancode or s)begin
	case(state)
		S0: 	if (scancode == 8'b00000000) begin
					store = 4'b0000;	 
					next_state = S0;
				end
				else if (s == 8'b00011100) begin
					store = 4'b0001;		 
					next_state = S15;
					end
				else if (scancode == 8'b00011011) begin
					store = 4'b0010;		 
					next_state = S15;
					end
				else if (scancode == 8'b00100011) begin
					store = 4'b0011;		 
					next_state = S15;
					end
				else if (scancode == 8'b00101011) begin
					store = 4'b0100;		 
					next_state = S15;
					end
				else if (scancode == 8'b00010101) begin
					store = 4'b0101;		 
					next_state = S15;
					end
				else if (scancode == 8'b00011101) begin
					store = 4'b0110;		 
					next_state = S15;
					end
				else if (scancode == 8'b00100100) begin
					store = 4'b0111;		 
					next_state = S15;
					end
				else if (scancode == 8'b00101101) begin
					store = 4'b100;		 
					next_state = S15;
					end
				else if (scancode == 8'b00111011) begin
					store = 4'b1001;		 
					next_state = S15;
					end
				else if (scancode == 8'b01000010) begin 
					store = 4'b1010;		 
					next_state = S15;
					end
				else if (scancode == 8'b01001011) begin
					store = 4'b1011;		 
					next_state = S15;
					end
				else if (scancode == 8'b01001100) begin
					store = 4'b1100;		 
					next_state = S15;
					end
				else if (scancode == 8'b00111100) begin
					store = 4'b1101;		 
					next_state = S15;
					end
				else if (scancode == 8'b01000011) begin 
					store = 4'b1110;		 
					next_state = S15;
					end 
				else
					next_state = S0;
		S15: next_state = S0;
		default: next_state = S0;
endcase	
if (state == 4'b1111)
	out = 1'b1;
else
	out = 1'b0;
end
reg [5:0] count;
always@(posedge k_clk ) begin
	if (count == 6'b100001) begin
		count <= 6'b000000;
		state = next_state;
		end
	else
		count <= count + 1'b1;		
end
music_notes instance0 (clk,reset,store,out,speaker);	
endmodule
==> flow/run.sh <==
#!/bin/bash
# OpenROAD 26Q1-2900-gdf79404cd8, Yosys 0.63+post, stock flow scripts
make -C /OpenROAD-flow-scripts/flow DESIGN_CONFIG=/design/flow/config.mk WORK_HOME=/design/flow/orfs finish
==> flow/config.mk <==
export PLATFORM = sky130hd
export DESIGN_NAME = Project
export DESIGN_NICKNAME = Project
export VERILOG_FILES = /design/flow/design.v
export SDC_FILE = /design/flow/constraint.sdc
export NUM_CORES = 4
export LEC_CHECK = 1
export CORE_UTILIZATION = 50
==> flow/constraint.sdc <==
current_design Project

set clk_period 3.1
set clk_io_pct 0.2

create_clock -name clk0 -period $clk_period [get_ports {clk}]
create_clock -name clk1 -period $clk_period [get_ports {k_clk}]

set non_clock_inputs [all_inputs -no_clocks]
set_input_delay [expr $clk_period * $clk_io_pct] -clock clk0 $non_clock_inputs
set_output_delay [expr $clk_period * $clk_io_pct] -clock clk0 [all_outputs]
==> summary.txt <==
Implementation results

The proportion of layout cells with a drive suffix above 1 is 0.212. The full die area is between 8000 and 9000 um^2. The final timing report gives a worst setup slack of -1.24 ns. The final timing report lists clock skew as 0.0731 ns. In the final layout, the fill cell count is ~670. The worst-case reg-to-reg setup slack stands at -0.26 ns.

For this run the aggregate overflow at the end of global routing stands at 0. For reference, the placement row count at floorplan is 33. The area fraction of the largest cell type after synthesis is 0.265. The total I/O pin count is 23. For the pin with the worst max-slew slack, the measured transition is 0.786 ns. The flow ran to the end, but the final reports show violations.

The highest supply drop recorded on VDD is approximately 0.27 mV. TritonCTS built the clock tree. The peak fanout along the critical path is 4. Entering global routing, the biggest net connects 20 pins.

Detailed placement finished with a half-perimeter wire length of slightly above 6000 um. According to the hold report, the worst path is of the reg2reg type. The worst setup path is of the reg2out kind. The count of inserted antenna diode cells is 0. The checks that failed: negative setup slack. The power density normalized to cell area is 457 nW/um^2. The mean instance size in the synthesized netlist is slightly below 10 um^2.

The number of cells in Yosys stat is between 400 and 500. The routed design shows a via density per instance of 5.52. The power report puts the leakage power at around 2.1 nW. The post-placement cell area is 4650 um^2. The number of DRC violations after detailed-routing iteration 0 is 204. The proportion of synthesized flip-flops having asynchronous set or reset is 0. After detailed routing, the average wire length per cell comes to 14.9 um. The total detailed-routing wirelength is 9290 um. The longest individual stage delay on the worst path is 0.55 ns.

The remaining number of nets flagged by the antenna check after routing is 0. Setup repair after global routing could not meet its margin everywhere. At the worst endpoint, the required time is 2.48 ns. The stat command in Yosys gives a chip area of 4230 um^2. The cell seen most often among critical-path stages is sky130_fd_sc_hd__mux4_2.

Synthesis handed over a netlist of between 400 and 500 instances. The max-cap violation count is 0. By area the synthesized netlist is led by sky130_fd_sc_hd__dfxtp_1 27%, sky130_fd_sc_hd__edfxtp_1 14%, sky130_fd_sc_hd__xor2_1 4.1%.

Before any placement, the netlist area is recorded as roughly 4200 um^2. The worst setup timing slack at the placement stage is -1.08 ns. The global router's overall resource usage is 0.227. The die is 94.0 um tall. Yosys mapped a number of flops with a built-in enable equal to 20. The final route contains 3441 vias. The endpoint of the lowest-slack register-to-register path is state[2]$_SDFFCE_PP0N_.

The number of cells in the design after placement is between 500 and 600. The final routed DRC violation total is 0. The analysis attributes to net switching a power of 714 uW.

Detailed routing placed a total of 539 um of wire on met3. The critical path arrival is around 3.7 ns. The number of cells on the worst reg-to-reg path is 5.

The number of standard cells in the layout, taps in and fillers out is ~620. The number of antenna violations at the first check in global routing is 0. The internal power contribution is ~1.6 mW.

The total setup violations reported at the end of the flow is 8. In this run, synthesis produced a sequential element count of around 80. The slowest stage of the critical path is the sky130_fd_sc_hd__mux4_2 cell. The part of the power in combinational logic is 0.130. Hold-check failures listed in the final report amount to 0. The highest metal layer with signal wires is met4. For the worst reg-to-reg path, the startpoint reported by OpenROAD is key_dat[19]$_DFF_N_.

Per the synthesis report, the number of distinct cell types is between 50 and 60. The area of the core is approximately 8000 um^2. The final estimated routing congestion in global placement is ~0.9.

The x dimension of the die is 94.0 um. The clock share of power is 0.365. By instance count, the leading cell after synthesis is sky130_fd_sc_hd__dfxtp_1. The timer found 4 register pins that no clock reaches; their paths are not timed. Listed in order, past its start point the critical path passes mux4_2, buf_6, ha_4, mux4_2, buf_2. The met1 layer wirelength in the final routing is between 4000 and 5000 um. The total of warnings raised by yosys is 4. The commonest register cell after synthesis is sky130_fd_sc_hd__dfxtp_1. The number of detailed-route iterations in the first pass is 4. The library cell with the largest summed area after synthesis is sky130_fd_sc_hd__dfxtp_1.

The kind of start point of the critical path is a register. The clock-pin slew reported for the worst setup and hold paths after clock tree synthesis is roughly 0.050 ns. The element type at the critical path end is an output pin. The number of global-route vias before repair came to ~3300.

Per STA, the startpoint of the critical path is key_dat[17]$_DFF_N_. The count of port buffers added during placement is 18. For reference, the final report shows the max-slew violation count at 0. The tally of OpenROAD warnings is just over 70. The synthesis run shows the most used standard cells to be 56 x sky130_fd_sc_hd__dfxtp_1, 36 x sky130_fd_sc_hd__nor2_1, 26 x sky130_fd_sc_hd__nand2_1. After routing the design area is 5100 um^2.

Per STA, the endpoint of the critical path is Sseg[4]. The count of endpoints without a timing constraint is 4. The share of total power dissipated in sequential elements is 0.505. Summed over all nets, wire length on met2 after detailed routing comes to between 3000 and 4000 um. The first-pass GRT wire length is about 15000 um. Measured against its own limit, the worst slew margin works out to 0.472.

Of the total power, the share spent switching nets is 0.306. For this configuration, the core starts out at a cell density of 0.515. From synthesis to final layout, the design area changed by 20.7%.
[area by class of cell]
cell class	instances	area, um^2	area share
multi-input cells	312	2290	0.449
well taps	105	131	0.0257
clock buffers	10	138	0.0270
flip-flops and latches	80	1790	0.351
clock inverters	38	163	0.0319
inverters	10	40.0	0.00784
repair buffers	68	551	0.108
[per-stage QoR]
stage | hold WS (ns) | util | TNS (ns) | total power [mW]
after floorplan | 0.310 | - | -3.32 | 1.46
after global placement | 0.311 | 0.566 | -7.17 | 1.54
after detailed placement | 0.312 | 0.566 | -7.26 | 1.54
after CTS | 0.306 | 0.615 | -8.17 | 2.34
after global routing | 0.308 | 0.621 | -8.73 | 2.48
final | 0.301 | 0.621 | -7.96 | 2.33
[sequential cells by signal, summed over array words and instances, names as in the netlist]
signal / count
count: 6
instance0.count: 19
instance3.count: 18
key_dat: 32
state: 1
store: 4
[cells by family after synthesis]
group | Yosys count | synth area share
flip-flops | 76 | 0.407
AND-OR/OR-AND | 61 | 0.0953
multiplexers | 10 | 0.0391
other | 1 | 0.000887
latches | 4 | 0.0142
AND/OR/NAND/NOR | 191 | 0.269
adder cells (fa/ha/maj) | 13 | 0.0385
XOR/XNOR | 36 | 0.0746
buffers and inverters | 40 | 0.0618
[power by group through the flow]
stage     sequential (mW)  combinational, mW  clock, mW
5_1_grt              1.19              0.335      0.956
4_1_cts              1.18              0.290      0.869
6_report             1.18              0.303      0.852
[routing by layer]
layer	GRT usage	vias to the layer above
met5	0	-
met4	0.0385	0
met3	0.0469	10
met2	0.321	110
met1	0.381	1584
li1	-	1737
[worst max-delay path: cells and delay by family, from the launching register on]
kind | cells | cell delay (ns)
muxes | 2 | 1.00
DFF | 1 | 0.31
buffers and inverters | 2 | 0.29
adders and majority gates | 1 | 0.20
[placed cells by master (no fill, tap or decap), types with 5 or more instances in the layout]
cell | Yosys | routed
sky130_fd_sc_hd__buf_6 | 9 | 7
sky130_fd_sc_hd__and4b_1 | 6 | 6
sky130_fd_sc_hd__nand3_1 | 21 | 21
sky130_fd_sc_hd__nor4_1 | 7 | 6
sky130_fd_sc_hd__nor3_1 | 12 | 12
sky130_fd_sc_hd__and4_1 | 7 | 7
sky130_fd_sc_hd__nor2_1 | 36 | 36
sky130_fd_sc_hd__nor2b_1 | 8 | 8
sky130_fd_sc_hd__mux4_2 | 5 | 5
sky130_fd_sc_hd__inv_1 | 11 | 40
sky130_fd_sc_hd__clkdlybuf4s50_1 | 0 | 11
sky130_fd_sc_hd__o22ai_1 | 6 | 5
sky130_fd_sc_hd__and3_1 | 8 | 8
sky130_fd_sc_hd__nand2_1 | 26 | 25
sky130_fd_sc_hd__nor4bb_1 | 6 | 6
sky130_fd_sc_hd__xor2_1 | 20 | 20
sky130_fd_sc_hd__ha_1 | 13 | 7
sky130_fd_sc_hd__o21ai_0 | 12 | 7
sky130_fd_sc_hd__nor4b_1 | 6 | 6
sky130_fd_sc_hd__buf_4 | 10 | 43
sky130_fd_sc_hd__nand2b_1 | 7 | 7
sky130_fd_sc_hd__ha_4 | 0 | 5
sky130_fd_sc_hd__nand4_1 | 13 | 13
sky130_fd_sc_hd__dfxtp_1 | 56 | 49
sky130_fd_sc_hd__a21oi_1 | 22 | 21
sky130_fd_sc_hd__edfxtp_1 | 20 | 20
sky130_fd_sc_hd__dfxtp_2 | 0 | 7
sky130_fd_sc_hd__clkbuf_8 | 0 | 10
sky130_fd_sc_hd__xnor2_1 | 16 | 16
sky130_fd_sc_hd__nand4b_1 | 6 | 6
[worst min-delay path by stage]
stage	end	cells after the start	startpoint	slack [ns]
global route	key_dat[24]$_DFF_N_	0	key_dat[25]$_DFF_N_	0.31
CTS	key_dat[24]$_DFF_N_	0	key_dat[25]$_DFF_N_	0.31
finish	key_dat[24]$_DFF_N_	0	key_dat[25]$_DFF_N_	0.30
[repair_timing]
action	CTS	global route
hold buffers	0	0
pin swaps	7	5
resized	32	16
endpoints found under the setup margin	8	8
gates cloned	0	0
setup buffers	8	3
Power is estimated from default activity; no workload was simulated.
